`flow/constraint.sdc`:
```
current_design max_pooling

set clk_period 1.0
set clk_io_pct 0.2

create_clock -name clk0 -period $clk_period [get_ports {clk}]

set non_clock_inputs [all_inputs -no_clocks]
set_input_delay [expr $clk_period * $clk_io_pct] -clock clk0 $non_clock_inputs
set_output_delay [expr $clk_period * $clk_io_pct] -clock clk0 [all_outputs]
```
`flow/config.mk`:
```
export PLATFORM = sky130hd
export DESIGN_NAME = max_pooling
export DESIGN_NICKNAME = max_pooling
export VERILOG_FILES = /design/flow/design.v
export SDC_FILE = /design/flow/constraint.sdc
export NUM_CORES = 4
export LEC_CHECK = 1
export CORE_UTILIZATION = 40
```
`flow/design.v`:
```
`timescale 1ns / 1ps
module max_pooling(
    input wire clk,
    input wire rst_n,
    input wire [31:0] data_in0,
    input wire [31:0] data_in1,
    input wire [31:0] data_in2,
    input wire [31:0] data_in3,
    output reg [31:0] data_out
);
    wire [31:0] max_0_1;
    wire [31:0] max_2_3;
    wire gt_0_1;
    wire gt_2_3;
    float_compare comp0 (
        .a(data_in0),
        .b(data_in1),
        .a_gt_b(gt_0_1)
    );
    float_compare comp1 (
        .a(data_in2),
        .b(data_in3),
        .a_gt_b(gt_2_3)
    );
    assign max_0_1 = gt_0_1 ? data_in0 : data_in1;
    assign max_2_3 = gt_2_3 ? data_in2 : data_in3;
    always @(posedge clk or negedge rst_n) begin
        if (!rst_n)
            data_out <= 32'b0;
        else
            data_out <= (max_0_1 > max_2_3) ? max_0_1 : max_2_3;
    end
endmodule
module float_compare(
    input wire [31:0] a,
    input wire [31:0] b,
    output wire a_gt_b
);
    wire [31:0] pos_a = a[31] ? 32'b0 : a;
    wire [31:0] pos_b = b[31] ? 32'b0 : b;
    wire [7:0] exp_a = pos_a[30:23];
    wire [7:0] exp_b = pos_b[30:23];
    wire [22:0] mant_a = pos_a[22:0];
    wire [22:0] mant_b = pos_b[22:0];
    assign a_gt_b = (exp_a == exp_b) ? (mant_a > mant_b) : (exp_a > exp_b);
endmodule
```
`flow/run.sh`:
```
#!/bin/bash
# OpenROAD 26Q1-2900-gdf79404cd8, Yosys 0.63+post, stock flow scripts
make -C /OpenROAD-flow-scripts/flow DESIGN_CONFIG=/design/flow/config.mk WORK_HOME=/design/flow/orfs finish
```
==> reports/results.txt <==
status: finished with violations
failing checks: negative setup slack
TritonCTS Sinks: 32
Synth Seq Share: 0.166
CP Max Fanout: 8
synthesis-to-finish area growth: 88.1%
post-route worst setup slack: -3.10 ns
number of global-route vias before repair: 5387
# DRC: 0
# Cells Yosys: 546
CTS clock-pin slew for the worst setup and hold paths: 0.05 ns
total vias in the final route: 5245
Most Frequent Cell on Critical Path: a21o_1
FMAX: 244 MHz
internal power: 6.46 mW
CTS tree: yes
CP cell instances: dlygate4sd2_1 > nor2b_4 > ha_4 > nand4_1 > or2_4 > buf_4 > o211ai_1 > o22ai_2 > a21o_1 > buf_6 > buf_12 > buf_8 > buf_6 > mux2i_4 > ha_2 > a21o_1 > a21o_1 > a21oi_1 > o21ai_1 > a221oi_2 > a21o_2 > buf_4 > buf_12 > mux2i_1
GR Overflow Total: 0
CP startpoint kind: primary input
Top-area cell share: 0.244
dominant logic cell types in the final layout: buf_4 (129), dlygate4sd2_1 (99), mux2i_1 (70)
setup TNS: -97.87 ns
flops & latches, synth: 32
CP Launch Point: data_in2[24]
dominant delay contributor by cell family on the critical path: AND-OR/OR-AND gates
core area: 11600 µm²
IO Port Bufs: 161
MaxCap Viol Count: 0
Final Hold Violation Tally: 0
fin crit share: 4.10
CTS H-tree lvls: 2
Post-Syn Area: 4810 µm²
gr usage total: 0.280
post-route ant nets: 0
number of enable flip-flop cells: 0
Biggest register: data_out
most frequent logic cell in the layout: buf_4
Top Registers: data_out (32)
sequential share of power: 0.190
Final Max Tran Viols: 0
Buf/Inv on CP: 8
first-pass GRT wire length: 27100 µm
Mapped Cells: 546
warnings from Yosys: 1
unique cell type count in the Yosys netlist: 34
hold crit path type: primary input to async pin
Total Wirelength: 17600 µm
share of cells above drive strength 1: 0.404
Detail Placement HPWL: 12000 µm
Crit Path Class: primary input to register
placer congestion estimate: 0.902
max reg flops: 32
crit path to: data_out[22]
Comb power frac: 0.673
Sw Ratio: 0.352
largest area contributor in the netlist: ha_1
ys async rst share: 1.00
Num CTS Buffers: 5
Clock Path Buffers: 2
Log Warnings: 29
VDD IR max: 0.000812 V
Worst Tran Pin Value: 0.364 ns
Worst Path Arrival: 4.29 ns
# rows: 39
via density per instance: 5.26
post-place setup slack: -3.85 ns
Avg Inst Size Synth: 8.81 µm²
Post-Place Cells: 941
Final setup viols: 32
relative slew slack: 0.750
ant diodes: 0
Crit path required time: 1.19 ns
core utilization at floorplan: 0.416
Final Core Density: 0.782
top cells by area: ha_1 (24%), mux2i_1 (20%), dfrtp_1 (17%), nor2b_1 (8.5%), nand2b_1 (8.2%)
clock power share: 0.138
pwr/cell area: 1100 nW/µm²
drt wl/cell: 17.7 µm
Lkg Pwr: 4.45 nW
DRT iter0 DRCs: 231
1st-pass router iterations: 26
NetSw: 3.50 mW
Crit path largest cell delay: 0.29 ns
CTS root buffer: clkbuf_16
Main synth FF type: dfrtp_1
largest net degree at the start of global routing: 33
Finished Layout Cells: 998
RSZ-0062 raised after global routing: yes
Critical-path top delay cell: or2_4
CP Capture Type: register
area reported by Yosys stat: 4810 µm²
Die X: 112 µm
Die Y: 112 µm
critical path depth: 24
DIE AREA: 12500 µm²
Tmin final: 4.10 ns
antenna violations before repair: 0
io pins: 162
[repair_timing]
| action | in CTS | in global routing |
|---|---|---|
| gates resized | 378 | 72 |
| hold buffers | 0 | 0 |
| setup buffers | 41 | 4 |
| pin swaps | 69 | 25 |
| endpoints found under the setup margin | 64 | 39 |
| cloned | 9 | 1 |
[stage by stage]
stage               hold WS [ns]  power [mW]  area, µm²
floorplan                -0.0956        4.59       5030
finish                     0.298        9.96       9050
global placement           0.592        7.28       7550
detailed placement         0.593        7.32       7550
global route               0.331        10.6       9050
CTS                        0.311        9.58       8690
[cells in the mapped netlist (2+ instances only)]
library cell  number
mux2i_1           96
ha_1              94
nor2b_1           65
nand2b_1          63
a21oi_1           37
inv_1             33
dfrtp_1           32
nand4_1           23
nand2_1           15
clkbuf_1          13
o21ai_0           13
a21o_1             9
nor2_1             8
buf_2              6
a211oi_1           5
nand3_1            5
o211ai_1           5
nor4_1             4
buf_12             3
o21a_1             2
o22ai_1            2
[logic make-up after synthesis]
| family | Yosys count | share of synthesized area |
|---|---|---|
| compound gates | 80 | 0.101 |
| simple gates | 188 | 0.232 |
| mux | 96 | 0.200 |
| flops | 32 | 0.166 |
| buf+inv | 56 | 0.0570 |
| fa+ha+maj | 94 | 0.244 |
[layout make-up]
class	count	area [µm²]
clock buffers	5	125
fillers	726	2520
inverters	33	124
multi-input cells	458	4860
flip-flops and latches	32	801
well taps	143	179
repair buffers	327	2960
[worst min-delay path by stage]
stage,endpoint,from,slack (ns)
after CTS,data_out[26],rst_n,0.31
after global routing,data_out[29],rst_n,0.33
final,data_out[28],rst_n,0.30
[power groups by stage]
stage / clock [mW] / sequential, mW / combinational, mW
CTS: 1.39 / 1.89 / 6.31
global route: 1.45 / 1.93 / 7.23
finish: 1.37 / 1.89 / 6.70
[layer usage]
metal  track usage  up-vias  wire length, µm
li1              -     2589                -
met2         0.479      153             8600
met3        0.0310       15              907
met5             0        -                0
met4        0.0189        0               93
met1         0.405     2488             8010
Power is estimated from default activity; no workload was simulated.
